==> flow/design.v <==
module clock_divider (
    input         clk_in,    
    output reg    clk_out    
);
reg [15:0] counter = 0;
always @(posedge clk_in) begin
    if (counter == 49999) begin
        counter <= 0;
        clk_out <= ~clk_out;   
    end else begin
        counter <= counter + 1'b1;
    end
end
endmodule
module Rom(input clk, input reset, input [7:0] address,
           output reg [7:0] data_out);
    always @(posedge clk or posedge reset) begin
if(reset)
begin
data_out = 8'b00000000;
end
else
begin
        case(address)
            8'b00010000: data_out = 8'b00000000;
            8'b00010001: data_out = 8'b00000011;
            8'b00010010: data_out = 8'b00000110;
            8'b00010011: data_out = 8'b00001001;
            8'b00010100: data_out = 8'b00010010;
            8'b00010101: data_out = 8'b00010101;
            8'b00010110: data_out = 8'b00011000;
            8'b00010111: data_out = 8'b00100001;
            8'b00100000: data_out = 8'b00000000;
            8'b00100001: data_out = 8'b00000011;
            8'b00100010: data_out = 8'b00000100;
            8'b00100011: data_out = 8'b00000110;
            8'b00100100: data_out = 8'b00000111;
            8'b00100101: data_out = 8'b00001001;
            8'b00100110: data_out = 8'b00010000;
            8'b00100111: data_out = 8'b00010010;
            8'b00110000: data_out = 8'b00000000;
            8'b00110001: data_out = 8'b00000011;
            8'b00110010: data_out = 8'b00000100;
            8'b00110011: data_out = 8'b00000101;
            8'b00110100: data_out = 8'b00000110;
            8'b00110101: data_out = 8'b00000111;
            8'b00110110: data_out = 8'b00001000;
            8'b00110111: data_out = 8'b00001001;
            default: data_out = 8'b00000000;
        endcase
end
    end
endmodule
module decoder_7seg (clk, reset, A, B, C, D, led_a, led_b, led_c, led_d, led_e, led_f, led_g);
input A, B, C, D, clk, reset;
output reg led_a; 
output reg led_b;
output reg led_c; 
output reg led_d; 
output reg led_e; 
output reg led_f; 
output reg led_g;
always @(posedge clk or posedge reset) begin
if(reset)
begin
led_a = 1'b0;
led_b = 1'b0;
led_c = 1'b0;
led_d = 1'b0;
led_e = 1'b0;
led_f = 1'b0;
led_g = 1'b0;
end
else
begin
led_a = ~(A | C | B&D | ~B&~D);
led_b = ~(~B | ~C&~D | C&D);
led_c = ~(B | ~C | D);
led_d = ~(~B&~D | C&~D | B&~C&D | ~B&C |A);
led_e = ~(~B&~D | C&~D);
led_f = ~(A | ~C&~D | B&~C | B&~D);
led_g = ~(A | B&~C | ~B&C | C&~D);
end
end
endmodule
module FSM(clk, reset, pcount, in, out, full, empty);
input clk, reset, in, out;
input [2:0] pcount;
reg [2:0] state;
output reg full, empty;
parameter 	s0 = 3'b000,  
		s1 = 3'b001,  
		s2 = 3'b010,  
		s3 = 3'b011,  
		s4 = 3'b100;  
always @(posedge clk or posedge reset)
begin
if(reset)
begin
state = 0;
empty = 1;
full = 0;
end
else
begin
case(state)
s0: 	 
	if(in == 1 && out == 0)  
		begin
			state = s1;  
		end
s1: 	 
	if(pcount == 7)   
		begin
			state = s4;  
			full = 1;
			empty = 0;
		end
	else 		 
		begin
			state = s2;  
			full = 0;
			empty = 0;
		end
s2:	 
	if(in == 1 && out == 0) 	 
		begin
			state = s1;  
		end
	else if (in == 0 && out == 1)	 
		begin
			state = s3;  
		end
s3:	 
	if(pcount == 0)   
		begin
			state = s0;  
			full = 0;
			empty = 1;
		end
	else 		 
		begin
			state = s2;  
			full = 0;
			empty = 0;
		end
s4:	 
	if(in == 0 && out == 1)
		begin
			state = s3;  
		end
endcase 
end
end
endmodule
module up_down_counter (
  input clk, 
  input reset, 
  input in, 
  input out,
  output reg [2:0] pcount
);
  always @(posedge clk or posedge reset) begin
    if (reset) begin
      pcount <= 3'b000;
    end else if (in && (pcount < 3'b111)) begin
      pcount <= pcount + 1'b1;
    end else if (out && (pcount > 3'b000)) begin
      pcount <= pcount - 1'b1;
    end
  end
endmodule
module synchronizer(input clk, input button, output result);
  reg state;
always@ (posedge clk)
begin
state <= button;
end
assign result = button & ~state;
endmodule
module abqm (
  input clk, 
  input reset, 
  input in, 
  input out,
  input [1:0]tcount,
  output wire Full_flag, 
  output wire Empty_flag,
  output wire [6:0]OutputSegmentRight,
  output wire [6:0]OutputSegmentLeft,
  output wire [6:0]OutputSegmentpcount
);
  wire CLK100Hz;
  clock_divider divider(clk,CLK100Hz);
  wire [2:0]pcount;
  wire sync_button_in;  
  wire sync_button_out;
  synchronizer sync_in (CLK100Hz, in, sync_button_in);
  synchronizer sync_out (CLK100Hz, out, sync_button_out);
  up_down_counter counter_inst (CLK100Hz, reset, sync_button_in, sync_button_out, pcount);
  FSM fsm_inst (
    .clk(CLK100Hz),
    .reset(reset),
    .in(sync_button_in),
    .out(sync_button_out),
    .pcount(pcount),
    .full(Full_flag),
    .empty(Empty_flag)
  );
  wire [3:0] address1;
  wire [3:0] address2;
  assign address1 = {2'b00, tcount};
  assign address2 = {1'b0, pcount};
  wire [7:0] Wait_Time;
  Rom rom_inst(CLK100Hz, reset, {address1,address2}, Wait_Time);
  decoder_7seg segRight(CLK100Hz, reset, Wait_Time[3],Wait_Time[2],Wait_Time[1],Wait_Time[0], OutputSegmentRight[0], OutputSegmentRight[1], OutputSegmentRight[2], OutputSegmentRight[3], 
			OutputSegmentRight[4], OutputSegmentRight[5], OutputSegmentRight[6]);
  decoder_7seg segLeft(CLK100Hz, reset, Wait_Time[7],Wait_Time[6],Wait_Time[5],Wait_Time[4], OutputSegmentLeft[0], OutputSegmentLeft[1], OutputSegmentLeft[2], OutputSegmentLeft[3], 
			OutputSegmentLeft[4], OutputSegmentLeft[5], OutputSegmentLeft[6]);
  decoder_7seg segPcount(CLK100Hz, reset, address2[3],address2[2],address2[1],address2[0], OutputSegmentpcount[0], OutputSegmentpcount[1], OutputSegmentpcount[2], OutputSegmentpcount[3], 
			OutputSegmentpcount[4], OutputSegmentpcount[5], OutputSegmentpcount[6]);
endmodule
==> flow/run.sh <==
#!/bin/bash
# OpenROAD 26Q1-2900-gdf79404cd8, Yosys 0.63+post, stock flow scripts
make -C /OpenROAD-flow-scripts/flow DESIGN_CONFIG=/design/flow/config.mk WORK_HOME=/design/flow/orfs finish
==> flow/config.mk <==
export PLATFORM = sky130hd
export DESIGN_NAME = abqm
export DESIGN_NICKNAME = abqm
export VERILOG_FILES = /design/flow/design.v
export SDC_FILE = /design/flow/constraint.sdc
export NUM_CORES = 4
export LEC_CHECK = 1
export CORE_UTILIZATION = 50
==> flow/constraint.sdc <==
current_design abqm

set clk_period 2.3
set clk_io_pct 0.2

create_clock -name clk0 -period $clk_period [get_ports {clk}]

set non_clock_inputs [all_inputs -no_clocks]
set_input_delay [expr $clk_period * $clk_io_pct] -clock clk0 $non_clock_inputs
set_output_delay [expr $clk_period * $clk_io_pct] -clock clk0 [all_outputs]
==> impl_metrics.py <==
# Auto-generated metrics
metrics = {
    "status": {
        "status": "completed",
    },
    "logic_synthesis": {
        "syn_avg_cell_area_um2": 10.37,
        "edf_count": 1,
        "ys_sh_aoi_pct": 7.290,
        "mux_share_pct": 2.966,
        "xor_share_pct": 5.631,
        "async_flop_share_pct": 64.81,
        "synth-simple-area-share_pct": 16.64,
        "yosysSeqAreaShare_pct": 50.98,
        "yosys.area_share.adder_pct": 6.838,
        "ff_type": "dfrtp_1",
        "synth_cell_types": 43,
        "ys_ff": 54,
        "yosysCellCount": 240,
        "yosys_warnings": 6,
        "synthTopLogicFamily": "simple AND/OR/NAND/NOR gates",
        "ys_area_um2": 2489,
        "netlist_instances": 240,
        "synth_area_um2": 2489,
    },
    "drt": {
        "num_antenna_cells": 0,
        "drc_errors": 0,
        "wl_per_cell_um": 11.19,
        "num_vias": 1535,
        "dr.pass1.iters": 4,
        "first_iter_violations": 56,
        "finalWirelength_um": 3480,
        "via_per_inst": 4.936,
        "ant_nets": 0,
    },
    "clock_network": {
        "clock_path_buffers": 2,
        "clock-root-buffer": "clkbuf_8",
        "clock.latency.late_pin_ns": 0.25,
        "cts_resized": 0,
        "cts_htree_levels": 1,
        "path_clk_slew_ns": 0.06,
        "cts_inserted_buffers": 3,
        "postCtsSetupBuffers": 0,
        "hold_buffers": 0,
        "cts_tree": "done",
    },
    "worst_setup_path": {
        "r2r-start": "divider.counter[6]$_SDFF_PN0_",
        "worstSetupPathType": "flip-flop to flip-flop",
        "reg2reg_slack_ns": 0.48,
        "worst-endpoint-arrival_ns": 1.71,
        "reg2reg_to": "divider.clk_out$_DFFE_PN_",
        "cp_max_fo": 10,
        "critPathCaptureType": "flip-flop",
        "startpoint_type": "flip-flop",
        "critPathRequiredTime_ns": 2.19,
        "startpoint": "divider.counter[6]$_SDFF_PN0_",
        "r2r_cells": 2,
    },
    "cells_and_area": {
        "fill_cells": 421,
        "drive_gt1_share_pct": 4.918,
        "area_growth_pct": 9.100,
        "lay_top_cells": "dfrtp_1, clkdlybuf4s50_1, nand2_1, dfxtp_1, nor2_1",
        "final_cell_area_um2": 2715,
        "mostFrequentLayoutCell": "dfrtp_1",
    },
    "power": {
        "ir_worst_vdd_v": 0.0005272,
        "powerDensity_nw_per_um2": 202.6,
        "leakagePower_nw": 1.147,
    },
    "worst_hold_path": {
        "whs_path_depth": 1,
        "hold_start": "divider.counter[15]$_SDFF_PN0_",
        "holdPathEnd": "divider.counter[15]$_SDFF_PN0_",
        "hold_path_class": "flip-flop to flip-flop",
    },
    "final_timing": {
        "rsz0062_at_grt": "false",
        "hold_viol_final": 0,
        "fin_setup_tns_ns": 0,
        "min_period_over_period_pct": 79.26,
        "layout_min_cycle_time_ns": 1.823,
        "clock_skew_ns": 0.001085,
        "fmax_mhz": 548.5,
        "untimed_endpoints": 59,
        "setup_viol": 0,
        "worst_slew_pin_slew_ns": 0.5725,
        "unclocked_pins": 37,
        "slew_headroom_pct": 61.83,
        "slew_violations": 0,
    },
    "run": {
        "maxCapViolCount": 0,
        "tool_warnings": 33,
    },
    "global_routing": {
        "grt_pass1_wl_um": 6354,
        "antenna_found_initial": 0,
        "grt_max_degree": 38,
        "overflow": 0,
        "track_usage_pct": 15.61,
        "first_global_vias": 1475,
    },
    "die": {
        "die_h_um": 72.55,
        "dieArea_um2": 5264,
        "io_pins": 29,
        "die_width_um": 72.55,
        "core_util_floorplan_pct": 52.34,
        "core_um2": 4755,
        "row_count": 25,
    },
    "place": {
        "gp_congestion": 0.8535,
        "dpl.hpwl_um": 2638,
        "portBuffers": 27,
        "postPlaceCellArea_um2": 2670,
    },
}
==> report_power, final <==
| group | internal (W) | total (W) | switching [W] |
|---|---|---|---|
| Combinational | 0.0000157 | 0.0000388 | 0.0000231 |
| Sequential | 0.000297 | 0.000297 | 0 |
| Clock | 0.000123 | 0.000214 | 0.0000911 |
| Total | 0.000436 | 0.000550 | 0.000114 |
==> worst max-delay path by stage <==
stage	end	slack, ns	cells after the start
finish	divider.clk_out$_DFFE_PN_	0.48	2
CTS	divider.clk_out$_DFFE_PN_	0.48	2
global route	divider.counter[9]$_SDFF_PN0_	0.37	4
==> cell type report <==
| cell class | instances | area (µm²) | area share, % |
|---|---|---|---|
| sequential | 54 | 1269 | 46.73 |
| multi-input combinational | 144 | 983.4 | 36.22 |
| timing repair buffer | 29 | 285.3 | 10.51 |
| tap | 67 | 83.83 | 3.088 |
| inverter | 13 | 48.80 | 1.797 |
| clock buffer | 4 | 45.04 | 1.659 |
==> through the flow <==
step	worst slack [ns]	hold slack, ns	power, W	utilization [%]	std cells
after global placement	0.5330	0.4425	0.0003431	56.16	307
after CTS	0.4812	0.4569	0.0005539	57.11	311
after detailed placement	0.5012	0.4470	0.0003437	56.16	307
after global routing	0.3721	0.4854	0.0005765	57.11	311
after floorplan	0.6550	0.4262	0.0003282	-	240
final	0.4770	0.4512	0.0005500	57.11	311
==> sequential cells by signal, indices dropped and copies added, names as in the netlist, 3 cells and up <==
name                 cells
divider.counter         16
counter_inst.pcount      3
rom_inst.data_out        6
fsm_inst.state           5
==> cells in the mapped netlist (2+ instances only) <==
cell | n | area (µm²)
a21oi_1 | 4 | 20.02
nand4_1 | 7 | 43.79
dfrtp_1 | 33 | 825.8
nand2b_1 | 4 | 25.02
or4bb_1 | 2 | 22.52
xor2_1 | 7 | 61.31
nand2_1 | 22 | 82.58
dfstp_2 | 2 | 52.55
or2_2 | 2 | 12.51
buf_4 | 21 | 157.7
a211oi_1 | 3 | 22.52
nand3b_1 | 2 | 15.01
ha_1 | 12 | 150.1
nor3_1 | 6 | 30.03
a21boi_0 | 2 | 15.01
o211ai_1 | 2 | 15.01
nor2b_1 | 6 | 37.54
mux2i_1 | 4 | 40.04
nand3_1 | 6 | 30.03
clkbuf_1 | 8 | 30.03
o21ai_0 | 10 | 50.05
dfxtp_1 | 18 | 360.4
nor2_1 | 17 | 63.81
xnor2_1 | 9 | 78.83
inv_1 | 13 | 48.80
==> cells by family after synthesis <==
| kind of cell | Yosys count |
|---|---|
| AOI/OAI and AO/OA | 29 |
| xor gates and xnor gates | 16 |
| adders and majority gates | 13 |
| buffers and inverters | 42 |
| DFF | 54 |
| muxes | 6 |
| other | 1 |
| and+or+nand+nor | 79 |
==> worst max-delay path, cell delays in order (launching register included) <==
cell and delay, ns:
dfxtp_1 0.44, or4b_1 0.51, nor4_4 0.51
==> routing by layer <==
layer	up-vias	part of all wire, %	wire [µm]	GRT usage [%]
met3	4	3.4	120	2.394
met1	719	50	1730	24.97
li1	779	-	-	-
met5	-	0	0	0
met2	33	46	1604	24.51
met4	0	0.69	24	1.961
Power and IR drop assume default switching activity.
